[design/flow/config.mk]
export PLATFORM = sky130hd
export DESIGN_NAME = snes_controller
export DESIGN_NICKNAME = snes_controller
export VERILOG_FILES = /design/flow/design.v
export SDC_FILE = /design/flow/constraint.sdc
export NUM_CORES = 4
export LEC_CHECK = 1
export CORE_AREA = 10 10 113 113
export DIE_AREA = 0 0 123 123
[design/flow/constraint.sdc]
current_design snes_controller

set clk_period 5.9
set clk_io_pct 0.2

create_clock -name clk0 -period $clk_period [get_ports {Clk}]

set non_clock_inputs [all_inputs -no_clocks]
set_input_delay [expr $clk_period * $clk_io_pct] -clock clk0 $non_clock_inputs
set_output_delay [expr $clk_period * $clk_io_pct] -clock clk0 [all_outputs]
[design/flow/design.v]
module snes_controller(
				input Clk,
				input data_in_snes,
				input reset,
				output reg [11:0]buttons_snes,
				output finish,
				output latch_snes,
				output clk_snes,
				output [5:0] snes_state
				);
localparam   IDLE  =  10'b0_____________1_________0________1______000001;
localparam   STATE1=  10'b1_____________1_________0________0______000011;
localparam   STATE2=  10'b0_____________1_________0________0______000111;
localparam   STATE3=  10'b0_____________0_________0________0______001111;
localparam   STATE4=  10'b0_____________1_________0________0______011111;
localparam   FINISH=  10'b0_____________1_________1________0______111111;
localparam   TIME6u	= 10'd300;
localparam   TIME12u	= 10'd600;
reg [9:0]state=IDLE;
reg [9:0]delay=TIME12u;
reg [3:0]num_clks=4'd0;
reg [14:0]buttons_temp=15'd0;
wire pre_finish=(state[9:0]==STATE4)?1'b1:0;
assign latch_snes=state[9];
assign clk_snes=state[8];
assign finish=state[7];
assign snes_state = state[5:0];
always@(posedge pre_finish)
begin
	buttons_snes[11:0]<=buttons_temp[11:0];
end
always@(negedge clk_snes)
begin							
	buttons_temp[14:0]<={data_in_snes,buttons_temp[14:1]};
end
always@(posedge Clk, posedge reset)
begin
if(reset)
begin
	state[9:0] <= IDLE;
end
else
begin
	case(state[9:0])
	IDLE  :begin
				delay[9:0]<=TIME12u;
				num_clks[3:0]<=4'd0;
				state[9:0]<=STATE1;
			 end
   STATE1:begin
				state[9:0]<=STATE1;
				delay[9:0]<=delay[9:0]-1'b1;
				num_clks[3:0]<=4'd1;
				if(delay[9:0]==10'd0)
				begin
					delay[9:0]<=TIME6u;
					state[9:0]<=STATE2;
				end
			 end
	STATE2:begin
				state[9:0]<=STATE2;
				delay[9:0]<=delay[9:0]-1'b1;
				num_clks[3:0]<=num_clks[3:0];
				if(delay[9:0]==10'd0)
				begin
					delay[9:0]<=TIME6u;
					state[9:0]<=STATE3;
				end
			 end
   STATE3:begin
				state[9:0]<=STATE3;
				delay[9:0]<=delay[9:0]-1'b1;
				num_clks[3:0]<=num_clks[3:0];
				if(delay[9:0]==10'd0)
				begin
					num_clks[3:0]<=num_clks[3:0]+1'b1;
					if(num_clks[3:0]<4'd15)
					begin	
						delay[9:0]<=TIME6u;
						state[9:0]<=STATE2;
					end
					else
					begin
						delay[9:0]<=TIME12u;
						state[9:0]<=STATE4;
					end
				end
			 end
   STATE4:begin
				state[9:0]<=STATE4;
				delay[9:0]<=delay[9:0]-1'b1;
				num_clks[3:0]<=4'd0;
				if(delay[9:0]==10'd0)
				begin
					state[9:0]<=FINISH;
				end
			 end
   FINISH:begin
				state[9:0]<=IDLE;
				delay[9:0]<=10'd0;
				num_clks[3:0]<=4'd0;
			 end
	default:begin
				state[9:0]<=IDLE;
				delay[9:0]<=10'd0;
				num_clks[3:0]<=4'd0;
			 end
	endcase
end
end
endmodule
[design/flow/run.sh]
#!/bin/bash
# OpenROAD 26Q1-2900-gdf79404cd8, Yosys 0.63+post, stock flow scripts
make -C /OpenROAD-flow-scripts/flow DESIGN_CONFIG=/design/flow/config.mk WORK_HOME=/design/flow/orfs finish
==> impl_metrics.tcl <==
# yosys + openroad results
set metrics [dict create \
    endpoint_kind "primary output" \
    fp-utilization_pct 18.0 \
    p_switching_mw 0.135 \
    busiest_layer "met2" \
    combPwrFrac_pct 24.4 \
    cts_tree "yes" \
    path_cells "clkdlybuf4s50_1" \
    antenna_cells 0 \
    untimed_endpoints 39 \
    slowest_stage "dfstp_2" \
    power.leakage_nw 0.791 \
    clk_path_buf_depth 2 \
    cts_setup_buffers 0 \
    utilization_pct 21.5 \
    rows 37 \
    postSynthCellCount 159 \
    finalInstanceArea_um2 2220 \
    root_buffer "clkbuf_8" \
    power_density_nw_per_um2 197 \
    vias 1171 \
    coreArea_um2 10300 \
    top_area_cell "dfxtp_1" \
    pwr-share-clk_pct 21.7 \
    grt.total_usage_pct 4.62 \
    critPathArrivalTime_ns 1.39 \
    drive_gt1_share_pct 4.57 \
    synthToLayoutAreaGrowth_pct 19.5 \
    die_w_um 123 \
    setup_viol 0 \
    antenna_found_initial 0 \
    worstSetupStartpointType "flop" \
    syn-cell-area_um2 1860 \
    ys.flop_type "dfxtp_1" \
    worstMarginPinSlew_ns 0.736 \
    seq_power_share_pct 53.9 \
    dp_hpwl_um 2660 \
    crit_family "flip-flops" \
    synthTopCellsByCount "27 x dfxtp_1, 14 x edfxtp_1, 13 x nor2_1" \
    gr-usage-met1_pct 6.55 \
    hold_violations 0 \
    dr.pass1.iters 4 \
    final_cells 311 \
    dpl.cell_count 307 \
    setup_ws_ns 3.33 \
    grt_pass1_vias 1159 \
    ir_drop_v 0.0000784 \
    wire_per_inst_um 11.1 \
    unclocked_regs 27 \
    fillers 1090 \
    cap_violations 0 \
    p_int_mw 0.301 \
    place_ws_ns 3.32 \
    syn_area_per_cell_um2 11.7 \
    path_max_fanout 9 \
    relSlewSlack_pct 50.9 \
    finalWeightedCongestion 0.858 \
    startpoint "state[8]$_DFF_PP1_" \
    yosysTopAreaCellShare_pct 29.1 \
    yosysChipArea_um2 1860 \
    hold_class "flop to flop" \
    pin_count 24 \
    path_buffers 1 \
    status "completed" \
    ys_cells 159 \
    grt_pass1_wl_um 5710 \
    synth-edff-count 14 \
    die_height_um 123 \
    period_used_pct 43.6 \
    crit_type "flop to primary output" \
    ys_seq_share_pct 62.7 \
    synthDistinctLibCells 43 \
    drc 0 \
    grtUsageMet2_pct 6.89 \
    vias_per_cell 3.77 \
    crit_path_max_incr_delay_ns 0.62 \
    cts_hold_buf 0 \
    worstHoldStart "delay[0]$_DFFE_PN_" \
    detail-route-antenna-nets 0 \
    h-tree-depth 1 \
    most_common_cell "dfxtp_1" \
    cts_resized 0 \
    grt_max_degree 19 \
    routed_wl_um 3450 \
    drtIter0Drc 74 \
    worstSkewPairLatency_ns 0.26 \
    numSynthFlops 49 \
    rsz0062_at_grt "no" \
    required_ns 4.72 \
    ys_async_sr_fraction_pct 16.3 \
    r2r-start "delay[0]$_DFFE_PN_" \
    slew_violations 0 \
    clock_skew_ns 0.00406 \
    p_total_mw 0.437 \
    sw_frac_of_total_pct 31.0 \
    cts_buffers 3 \
    min_period_ns 2.57 \
    fin_setup_tns_ns 0 \
    hold-worst-slack_ns 0.626 \
    placed_area_um2 2170 \
    area_leaders "dfxtp_1 29%, edfxtp_1 23%, dfrtp_1 8.1%" \
    yosysWarnings 1 \
    clk_pin_slew_ns 0.08 \
    port_buffers 22 \
    warnings 25 \
    grt_use_met3_pct 1.48 \
    die_area_um2 15100 \
    overflow 0 \
    fmax_ghz 0.389 \
]
-- cells in the final DEF (no fill, tap or decap), types with 2 or more instances in the layout --
master,synthesis,layout
o21ai_0,5,5
xnor2_1,9,9
dfstp_2,2,2
dfrtp_1,6,6
nor2b_1,2,2
nand2_1,5,5
edfxtp_1,14,14
clkdlybuf4s50_1,0,22
and2_1,2,2
ha_1,2,2
nand2b_1,2,2
nor4_1,6,6
nor2_1,13,13
nand3_1,7,7
xor2_1,2,2
nand4_1,2,2
nor3_1,8,8
dfxtp_1,27,27
or4_1,2,2
a31oi_1,2,2
a21oi_1,3,3
clkbuf_8,0,3
inv_1,7,7
o31ai_1,4,4
-- cell type report --
cell class | count | area, µm² | area share (%)
clock buffers | 4 | 45.0 | 2.03
inverters | 7 | 26.3 | 1.19
multi-input cells | 93 | 592 | 26.7
flip-flops and latches | 49 | 1160 | 52.5
well taps | 136 | 170 | 7.67
repair buffers | 22 | 220 | 9.93
-- worst paths after layout --
kind                                      end  slack (ns)  cells after the start
setup / recovery                     clk_snes        3.33                      1
hold / removal             delay[0]$_DFFE_PN_        0.63                      1
setup reg to reg           delay[2]$_DFFE_PN_        3.47                      6
hold reg to reg            delay[0]$_DFFE_PN_        0.63                      1
max in group asynchronous  state[2]$_DFF_PP0_        4.01                      2
min in group asynchronous  state[9]$_DFF_PP0_        1.43                      2
-- per-layer routing --
| metal | wire (µm) | vias up |
|---|---|---|
| met5 | 0 | - |
| met4 | 57 | 0 |
| met3 | 295 | 4 |
| met2 | 1430 | 27 |
| met1 | 1660 | 551 |
| li1 | - | 589 |
-- kinds of logic (layout without fill, tap and decap cells) --
| kind of cell | after synthesis | after routing | synth area share, % |
|---|---|---|---|
| compound gates | 19 | 19 | 6.54 |
| xor+xnor | 11 | 11 | 5.19 |
| fa+ha+maj | 2 | 2 | 1.35 |
| buf+inv | 17 | 33 | 5.39 |
| flops | 49 | 49 | 62.7 |
| mux | 1 | 1 | 0.539 |
| other cells | 1 | 1 | 0.202 |
| simple gates | 59 | 59 | 18.1 |
-- power by group through the flow --
stage                 registers, mW  logic (mW)  clock network (mW)
after global routing          0.241       0.121               0.103
after CTS                     0.234       0.109              0.0971
final                         0.235       0.106              0.0948
-- sequential cells by signal (all words and copies together) (netlist names) --
name,cells
buttons_snes,12
state,8
buttons_temp,15
num_clks,4
delay,10
Power and IR drop assume default switching activity.
