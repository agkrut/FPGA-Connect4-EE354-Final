$ cat design/flow/config.mk
export PLATFORM = sky130hd
export DESIGN_NAME = connect_four
export DESIGN_NICKNAME = connect_four
export VERILOG_FILES = /design/flow/design.v
export SDC_FILE = /design/flow/constraint.sdc
export NUM_CORES = 4
export LEC_CHECK = 1
export CORE_UTILIZATION = 30
$ cat design/flow/constraint.sdc
current_design connect_four

set clk_period 13.2
set clk_io_pct 0.2

create_clock -name clk0 -period $clk_period [get_ports {Clk}]

set non_clock_inputs [all_inputs -no_clocks]
set_input_delay [expr $clk_period * $clk_io_pct] -clock clk0 $non_clock_inputs
set_output_delay [expr $clk_period * $clk_io_pct] -clock clk0 [all_outputs]
$ cat design/flow/design.v
`timescale 1ns / 1ps
module connect_four (
        Clk, Reset,
        Left1, Right1, Drop1, Start1,
		  Left2, Right2, Drop2, Start2,
        board, colors, selected_col, player, game_over, winner,
		start_state, end_state
    );
    input Clk, Reset;
	 input Left1, Right1, Drop1, Start1;
	 input Left2, Right2, Drop2, Start2;
    output [41:0] board, colors;
    output [2:0] selected_col;
	output player, game_over;
	output [1:0] winner;
	output start_state, end_state;
    reg [41:0] board;  
    reg [41:0] colors;  
    reg [2:0] selected_col;  
    reg player;  
	 reg game_over;  
    reg [1:0] winner;  
    reg [20:0] col_depth;  
    reg [2:0] state;
    integer index;
    integer i, j;
    localparam
    INITIAL     = 3'b000,
	 START 	    = 3'b001,
    MOVE1       = 3'b010,
	 MOVE2       = 3'b011,
    CHECK_MOVE  = 3'b100,
    CHECK_C4    = 3'b101,
    END         = 3'b110;
	assign start_state = (state==START);
	assign end_state = (state==END);
    always @(posedge Clk, posedge Reset) begin
        if (Reset) begin
            state <= INITIAL;
        end
        else begin : STATE_MACHINE
            (* parallel_case *)
            case (state)
				INITIAL : 
				begin
				  game_over = 0;
				  player <= 0;
				  selected_col <= 3;  
				  winner <= 0;
				  board <= {42{1'b0}};
				  colors <= {42{1'b0}};
				  col_depth <= {20{1'b0}};
				  state <= START;
				end
				START :
				begin
					if(Start1 | Drop1)
						state <= MOVE1;
				end
				MOVE1 :
				begin
				  if(Drop1)
						state <= CHECK_MOVE;
				  else
				  begin
						if(Left1 & !Right1 & (selected_col > 0))
							 selected_col <= selected_col - 1'b1;
						if(Right1 & !Left1 & (selected_col < 6))
							 selected_col <= selected_col + 1'b1;
				  end
				end
				MOVE2 :
				begin
				  if(Drop2)
						state <= CHECK_MOVE;
				  else
				  begin
						if(Left2 & !Right2 & (selected_col > 0))
							 selected_col <= selected_col - 1'b1;
						if(Right2 & !Left2 & (selected_col < 6))
							 selected_col <= selected_col + 1'b1;
				  end
				end
				CHECK_MOVE :
				begin
				  if(col_depth[selected_col*3 +: 3] != 6)
				  begin
						state <= CHECK_C4;
						col_depth[selected_col*3 +: 3] <= col_depth[selected_col*3 +: 3] + 1'b1;
						board[7*col_depth[selected_col*3 +: 3]+selected_col] <= 1;
						if(player)  
							 colors[7*col_depth[selected_col*3 +: 3]+selected_col] <= 1;
				  end
				  else
				  begin
					if(player)
						state <= MOVE2;
					else
						state <= MOVE1;
					end
				end
				CHECK_C4 :
				begin
				  for(i=0; i<7; i=i+1) begin  
						for(j=0; j<3; j=j+1) begin  
							 if(board[7*(j)+i] & board[7*(j+1)+i] & board[7*(j+2)+i] & board[7*(j+3)+i]) begin
									  if(!((colors[7*(j)+i]^colors[7*(j+1)+i]) |
										(colors[7*(j+1)+i]^colors[7*(j+2)+i]) |
										(colors[7*(j+2)+i]^colors[7*(j+3)+i]))) begin
										game_over = 1;
								  end
							 end
						end
				  end
				  for(i=0; i<6; i=i+1) begin  
						for(j=0; j<4; j=j+1) begin  
							 if(board[7*i+(j)] & board[7*i+(j+1)] & board[7*i+(j+2)] & board[7*i+(j+3)]) begin
								  if(!((colors[7*i+(j)]^colors[7*i+(j+1)]) |
										(colors[7*i+(j+1)]^colors[7*i+(j+2)]) |
										(colors[7*i+(j+2)]^colors[7*i+(j+3)]))) begin
										game_over = 1;
								  end
							 end
						end
				  end
				  for(i=0; i<4; i=i+1) begin  
						for(j=0; j<3; j=j+1) begin  
							 if(board[7*(j)+(i)] & board[7*(j+1)+(i+1)] &
								  board[7*(j+2)+(i+2)] & board[7*(j+3)+(i+3)]) begin
								  if(!((colors[7*(j)+(i)]^colors[7*(j+1)+(i+1)]) |
										(colors[7*(j+1)+(i+1)]^colors[7*(j+2)+(i+2)]) |
										(colors[7*(j+2)+(i+2)]^colors[7*(j+3)+(i+3)]))) begin
										game_over = 1;
								  end
							 end
						end
				  end
				  for(i=0; i<4; i=i+1) begin  
						for(j=3; j<6; j=j+1) begin  
							 if(board[7*(j)+(i)] & board[7*(j-1)+(i+1)] &
								  board[7*(j-2)+(i+2)] & board[7*(j-3)+(i+3)]) begin
								  if(!((colors[7*(j)+(i)]^colors[7*(j-1)+(i+1)]) |
										(colors[7*(j-1)+(i+1)]^colors[7*(j-2)+(i+2)]) |
										(colors[7*(j-2)+(i+2)]^colors[7*(j-3)+(i+3)]))) begin
										game_over = 1;
								  end
							 end
						end
				  end
				  if(game_over) begin
						state <= END;
						winner <= { player, ~player };
				  end
				  else begin
						game_over=1;
						for(i=0; i<7; i=i+1) begin
							 if(col_depth[i*3 +: 3] != 6)
								game_over=0;
						end
						if(game_over) begin
							 state <= END;
							 winner <= 2'b00;
						end
						else begin
							 begin
							if(player)
								state <= MOVE1;
							else
								state <= MOVE2;
							end
							 player <= player ^ 1'b1;
							 selected_col <= 3;
						end
				  end
				 end
				 END :
				 begin
					if(Start1 | Start2)
						state <= INITIAL;
				 end
          endcase
        end
    end
endmodule
$ cat design/flow/run.sh
#!/bin/bash
# OpenROAD 26Q1-2900-gdf79404cd8, Yosys 0.63+post, stock flow scripts
make -C /OpenROAD-flow-scripts/flow DESIGN_CONFIG=/design/flow/config.mk WORK_HOME=/design/flow/orfs finish
==> flow_summary.json <==
{
  "path_buffers": 1,
  "io_pins": 103,
  "clock_sinks": 119,
  "ys_warn_count": 1,
  "cts_setup_buffers": 0,
  "switching_share": 0.459,
  "cp.depth": 16,
  "clk_latency_ps": 430,
  "die_w_um": 169,
  "cp.arrival_ps": 5950,
  "cp_max_fo": 19,
  "grt_overflow": 0,
  "syn_inst": 855,
  "end_kind": "flop",
  "gp_congestion": 1.02,
  "grt_max_degree": 72,
  "tool_warnings": 30,
  "cts_tree": "built",
  "hp-class": "flop to flop",
  "detail_route.vias_per_cell": 5.89,
  "h-tree-depth": 4,
  "yosys_area_mm2": 0.00834,
  "clock_skew_ps": 11.1,
  "grt_pass1_wl_mm": 46.9,
  "async_flop_share": 0.0588,
  "worst_path_max_delay_cell": "edfxtp_1",
  "startpoint_type": "flop",
  "dp_hpwl_mm": 22.3,
  "p_int_mw": 1.16,
  "ctsResizeCount": 0,
  "max_slew_margin": 0.418,
  "wl_per_cell_um": 24.1,
  "ys_types": 73,
  "rsz0062_at_grt": "false",
  "synth_flops": 119,
  "clkSlewWorstSetupHoldPaths_ps": 70,
  "finalNonFillerCells": 1301,
  "drc": 0,
  "fmax_ghz": 0.177,
  "status": "complete, no violations",
  "cts_hold_buf": 0,
  "max_cap_violations": 0,
  "r2r_cells": 16,
  "fin_crit_sh": 0.428,
  "cts_root_buffer": "clkbuf_16",
  "critPathTopFamily": "adder cells",
  "top_cell_area_share": 0.403,
  "dp_cells": 1269,
  "path_class": "flop to flop",
  "synth.most_common_cell": "edfxtp_1",
  "num_antenna_cells": 0,
  "path_cells": "nor2b_1 -> a22oi_1 -> a221oi_2 -> ha_1 -> fa_1 -> inv_1 -> fa_1 -> ha_1 -> fa_1 -> nand3b_1 -> nand2_1 -> ha_1 -> a211oi_2 -> nand4_1 -> nor2_1 -> o21a_1",
  "fin_crit_ps": 5640,
  "report.power.total_mw": 2.14,
  "core_area_mm2": 0.0271,
  "port_buffers": 102,
  "first_iter_violations": 799,
  "worst_slew_pin_slew_ps": 872,
  "ys_seq_frac": 0.424,
  "die_h_um": 169,
  "ys_cells": 855,
  "ff_type": "edfxtp_1",
  "setup_viol": 0,
  "rows": 60,
  "syn_area_mm2": 0.00834,
  "power_density_mw_per_mm2": 210,
  "pwr-share-seq": 0.307,
  "antenna_found_initial": 0,
  "initCoreUtil": 0.308,
  "wirelength_mm": 31.3,
  "slowest_delay_ps": 760,
  "cp.required_ps": 13500,
  "dieArea_mm2": 0.0285,
  "hold_depth": 1,
  "cts_buffers": 17,
  "grt_usage": 0.230,
  "finalHoldViolations": 0,
  "area_growth_pct": 22.3,
  "switchingPower_mw": 0.982,
  "slew_viol_final": 0,
  "drive_above_1_share": 0.0710,
  "area_leaders": "edfxtp_1 (40%), o21a_1 (7.6%), xnor2_1 (4.8%)",
  "vias": 7662,
  "cellLeakagePower_nw": 3.56,
  "grt_pass1_vias": 7288,
  "fin_setup_tns_ps": 0,
  "yosys-top-cells-count": "edfxtp_1 (112), o21a_1 (84), nor2_1 (72)",
  "ant_nets": 0,
  "synth_area_per_cell_um2": 9.76,
  "edf_count": 112,
  "clock_power_share": 0.229,
  "comb_power_share": 0.464,
  "synth_area_leader_cell": "edfxtp_1",
  "clock_path_buffers": 2,
  "max-vdd-ir-drop_uv": 158,
  "first_pass_iters": 5
}
==> cell usage in the layout (no fill, tap or decap), types with 7 or more instances in the layout <==
cell type / netlist / routed
edfxtp_1: 112 / 112
a21oi_1: 27 / 27
nand3_1: 24 / 24
o2111ai_1: 15 / 15
o21a_1: 84 / 84
inv_1: 20 / 20
nand2_1: 52 / 52
o211a_1: 13 / 12
nor2b_1: 13 / 13
or3_1: 7 / 7
nor4_1: 19 / 19
a22oi_1: 17 / 17
ha_1: 22 / 22
clkbuf_16: 0 / 17
buf_4: 7 / 13
xor2_1: 7 / 7
nor2_1: 72 / 72
nand4_1: 45 / 45
clkdlybuf4s50_1: 0 / 102
xnor2_1: 46 / 46
o22ai_1: 12 / 12
and3_1: 24 / 24
o21ai_0: 8 / 8
or4_1: 22 / 22
nor3_1: 24 / 24
==> power by group through the flow <==
stage	sequential, mW	combinational (mW)	clock [mW]
6_report	0.656	0.993	0.490
5_1_grt	0.664	1.08	0.511
4_1_cts	0.650	0.977	0.493
==> layout make-up <==
type                    count  area, um^2
clock buffers              17         425
clock inverters            15         181
fillers                  2658       16900
inverters                  20        75.1
multi-input cells         643        4400
flip-flops and latches    119        3540
well taps                 372         465
repair buffers            115        1120
==> routing by layer <==
layer / global-route usage / vias up / routed length, um
met5: 0.0139 / - / 32
met4: 0.0506 / 2 / 1010
met3: 0.0779 / 84 / 3610
met2: 0.328 / 451 / 13400
met1: 0.345 / 3727 / 13300
li1: - / 3398 / -
==> final timing paths <==
check	slack, ps	end	from
worst max-delay path	7560	colors[39]	selected_col[0]
worst min-delay path	500	state[3]	state[3]
worst max register to register	7560	colors[39]	selected_col[0]
worst min register to register	500	state[3]	state[3]
max in group asynchronous	10320	state[0]	Reset
min in group asynchronous	2600	state[2]	Reset
==> logic make-up after synthesis <==
family / Yosys count / share of synthesized area
flops: 119 / 0.424
compound gates: 217 / 0.195
simple gates: 339 / 0.221
xor+xnor: 53 / 0.0556
buf+inv: 93 / 0.0508
mux: 9 / 0.0126
fa+ha+maj: 25 / 0.0402
==> sequential cells by signal, summed over array words and instances, names as in the netlist <==
name and flops:
board 42, colors 42, col_depth 21, state 7, selected_col 3, winner 2, game_over 1, player 1
==> per-stage QoR <==
step / hold slack (ps) / utilization / instance area [um^2] / setup WS, ps
3_3_place_gp: 490 / 0.354 / 9600 / 7800
6_report: 497 / 0.377 / 10200 / 7560
2_1_floorplan: 441 / - / 8340 / 5260
4_1_cts: 505 / 0.377 / 10200 / 7720
3_5_place_dp: 488 / 0.354 / 9600 / 7750
5_1_grt: 517 / 0.377 / 10200 / 7320
No activity file was given, so power comes from the tool's default toggle rates.
